[flow/run.sh]
#!/bin/bash
# OpenROAD 26Q1-2900-gdf79404cd8, Yosys 0.63+post, stock flow scripts
make -C /OpenROAD-flow-scripts/flow DESIGN_CONFIG=/design/flow/config.mk WORK_HOME=/design/flow/orfs finish
[flow/design.v]
`timescale 1ns / 1ps
module dataPath(  
    input clk,
    output [31:0] pc,
    output wire [31:0] dinstOut,
    output ewreg,
    output em2reg,
    output ewmem,
    output [3:0] ealuc,
    output ealuimm,
    output [4:0] edestReg,
    output [31:0] eqa,
    output [31:0] eqb,
    output [31:0] eimm32,
    output mwreg,
    output mm2reg,
    output mwmem,
    output [4:0] mdestReg,
    output [31:0] mr,
    output [31:0] mqb,
    output wwreg,
    output wm2reg,
    output [4:0] wdestReg,
    output [31:0] wr,
    output [31:0] wdo,
    output [1:0] stall,
    output [31:0] wbData    
);        
        wire [31:0] nextPc;
        wire [31:0] instOut;
        wire wreg;
        wire m2reg;
        wire wmem;
        wire [3:0] aluc;
        wire aluimm;
        wire regrt;
        wire [4:0] destReg;
        wire [31:0] qa;
        wire [31:0] qb;
        wire [31:0] imm32;
        wire [31:0] b;
        wire [31:0] r;
        wire [31:0] mdo;
        program_counter program_counter(clk, nextPc, stall, pc);
        pc_adder pc_adder(pc, nextPc);               
        im im(pc, instOut);                        
        reg_if_id reg_if_id(clk, instOut, stall, dinstOut);
        control_unit control_unit(dinstOut[31:26], dinstOut[5:0], wreg, m2reg, wmem, aluc, aluimm, regrt);
        regrt_mux  regrt_mux(dinstOut[20:16], dinstOut[15:11], regrt, destReg);
        imm_ext imm_ext (dinstOut[15:0], imm32);
        reg_file reg_file(clk, wwreg, wbData, wdestReg, dinstOut[25:21], dinstOut[20:16], qa, qb);
        id_exe_reg id_exe_reg(clk, wreg, m2reg, wmem, aluc, aluimm, destReg, qa, qb, imm32, ewreg, em2reg, ewmem, ealuc, ealuimm, edestReg, eqa, eqb, eimm32);
        alu_mux alumux(eqb, eimm32, ealuimm, b);
        alu alu(eqa, b, ealuc, r);
        exemem_pipel_reg em_pipel_reg(clk, ewreg, em2reg, ewmem, edestReg, r, eqb, mwreg, mm2reg, mwmem, mdestReg, mr, mqb);
        data_mem dm(clk, mr, mqb, mwmem, mdo);
        memwb_pipel_reg mwb_pipel_reg(clk, mwreg, mm2reg, mdestReg, mr, mdo, wwreg, wm2reg, wdestReg, wr, wdo);
        WbMux WBmux(wr, wdo, wm2reg,wbData);
        stall stall_m(dinstOut[20:16], dinstOut[25:21], edestReg, mdestReg, stall);
endmodule
module stall(
    input [4:0] rt, 
    input [4:0] rs,
    input [4:0] edestReg,
    input [4:0] mdestReg,
    output reg [1:0] stall
);
    initial begin
        stall =0;
    end
    always @(*) begin
        if(rt == edestReg | rt == mdestReg | rs == edestReg | rs == mdestReg) begin
            stall = 1;
        end
        else begin
            stall = 0;
        end
    end
endmodule
module program_counter(input clk, input [31:0] nextPc, input [1:0] stall, output reg[31:0] pc);
    initial begin
        pc = 32'd100;   
    end      
    always @(posedge clk) begin 
        if(stall ==1) begin
            pc[31:0] = pc[31:0];
        end
        else begin
            pc <= nextPc;
        end
    end 
endmodule
module pc_adder(input [31:0] pc, output reg[31:0] nextPc);
    always @(*) begin
        nextPc = pc + 32'd4;
    end 
endmodule 
module im(input [31:0] pc, output reg[31:0] instOut);        
    reg[31:0] memory[63:0];
    initial begin
        memory[25] = {  
            6'b000000,
            5'b00001,
            5'b00010,
            5'b00011,
            5'b00000,
            6'b100000
        };
        memory[26] = {  
            6'b000000,
            5'b01001,
            5'b00011,
            5'b00100,
            5'b00000,
            6'b100010
        };
        memory[27] = {  
            6'b000000,
            5'b00011,
            5'b01001,
            5'b00101,
            5'b00000,
            6'b100101
        };
        memory[28] = {  
            6'b000000,
            5'b00011,
            5'b01001,
            5'b00110,
            5'b00000,
            6'b100110
        };
        memory[29] = {  
            6'b000000,
            5'b00011,
            5'b01001,
            5'b00101,
            5'b00000,
            6'b100100
        };
    end
    always @ (*)begin
        instOut = memory[pc[31:2]];
    end
endmodule
module reg_if_id(input clk, input[31:0] instOut, input [1:0] stall, output reg[31:0] dinstOut);
    always @(posedge clk) begin 
        if(stall ==1) begin
            dinstOut <= dinstOut;
        end
        else begin
            dinstOut <= instOut;
        end
    end
endmodule
module control_unit(
    input[5:0] op, 
    input[5:0] func,
    output reg wreg, 
    output reg m2reg, 
    output reg wmem, 
    output reg[3:0] aluc, 
    output reg aluimm, 
    output reg regrt);
    always @(*) begin
        case(op)
            6'b000000:  
            begin
                case(func)
                    6'b100000: begin 
                        wreg = 1'b1;
                        m2reg = 1'b0;
                        wmem = 1'b0;
                        aluc = 4'b0010;
                        aluimm = 1'b0;
                        regrt  = 1'b0;
                    end
                    6'b100010: begin 
                        wreg = 1'b1;
                        m2reg = 1'b0;
                        wmem = 1'b0;
                        aluc = 4'b0110;
                        aluimm = 1'b0;
                        regrt  = 1'b0;
                    end
                    6'b100101: begin 
                        wreg = 1'b1;
                        m2reg = 1'b0;
                        wmem = 1'b0;
                        aluc = 4'b0001;
                        aluimm = 1'b0;
                        regrt  = 1'b0;
                    end
                    6'b100110: begin 
                        wreg = 1'b1;
                        m2reg = 1'b0;
                        wmem = 1'b0;
                        aluc = 4'b0011;
                        aluimm = 1'b0;
                        regrt  = 1'b0;
                    end
                    6'b100100: begin 
                        wreg = 1'b1;
                        m2reg = 1'b0;
                        wmem = 1'b0;
                        aluc = 4'b0000;
                        aluimm = 1'b0;
                        regrt  = 1'b0;
                    end
                endcase
            end
            6'b100011:
                begin
                    wreg = 1'b1;
                    m2reg = 1'b1;
                    wmem = 1'b0;
                    aluc = 4'b0010;
                    aluimm = 1'b1;
                    regrt  = 1'b1;
                end
        endcase 
    end        
endmodule 
module regrt_mux
(input [4:0] rt, 
input [4:0] rd, 
input regrt, 
output reg[4:0] destReg);
    always @(*) begin
        if(regrt == 1) begin
            destReg <= rt;
        end 
        else begin
            destReg <= rd;
        end
    end 
endmodule
module imm_ext(
    input [15:0] imm, 
    output reg [31:0] imm32
);
    always @(*)begin
        imm32 = {{16{imm[15]}}, imm[15:0]};
    end 
endmodule
module id_exe_reg(
    input clk,
    input wreg,             
    input m2reg,            
    input wmem,             
    input [3:0] aluc,       
    input aluimm,           
    input [4:0] destReg,    
    input [31:0] qa,        
    input [31:0] qb,        
    input [31:0] imm32,     
    output reg ewreg,
    output reg em2reg,
    output reg ewmem,
    output reg [3:0] ealuc,
    output reg ealuimm,
    output reg [4:0] edestReg,
    output reg [31:0] eqa,
    output reg [31:0] eqb,
    output reg [31:0] eimm32);
    always @(posedge clk) begin
        ewreg <= wreg;
        em2reg <= m2reg;
        ewmem <= wmem;
        ealuc <= aluc;
        ealuimm <= aluimm; 
        edestReg <= destReg;
        eqa <= qa;
        eqb <= qb;
        eimm32 <= imm32;
    end 
endmodule
module alu_mux(
    input [31:0] eqb, 
    input [31:0] eimm32,
    input ealuimm,
    output reg [31:0] b);
    always @(*) begin
        if(ealuimm == 0) begin
            b <= eqb;
        end 
        else begin
            b <= eimm32;
        end
    end
endmodule
module alu(
    input [31:0] eqa, 
    input [31:0] b,
    input [3:0] ealuc, 
    output reg [31:0] r);
    always @(*) begin
        if(ealuc == 4'b0010) begin  
            r <= eqa + b;
        end 
        else if(ealuc == 4'b0110) begin  
            r <= eqa - b;
        end
        else if(ealuc == 4'b0000) begin  
            r <= eqa & b;
        end 
        else if(ealuc == 4'b0001) begin  
            r <= eqa | b;
        end 
    end
endmodule
module exemem_pipel_reg(
    input clk,
    input ewreg,
    input em2reg,
    input ewmem,
    input [4:0] edestReg,
    input [31:0] r,
    input [31:0] eqb,
    output reg mwreg,
    output reg mm2reg,
    output reg mwmem,
    output reg [4:0] mdestReg,
    output reg [31:0] mr,
    output reg [31:0] mqb);
    always @(posedge clk) begin
        mwreg <= ewreg;
        mm2reg <= em2reg;
        mwmem <= ewmem;
        mdestReg <= edestReg;
        mr <= r;
        mqb <= eqb;
    end
endmodule 
module data_mem(
    input clk,
    input [31:0] mr,
    input [31:0] mqb,
    input [31:0] mwmem,
    output reg [31:0] mdo);
    reg[31:0] memory[63:0];
    initial begin
        memory[0] <= 'hA00000AA;
        memory[4] <= 'h10000011;
        memory[8] <= 'h20000022;
        memory[12] <= 'h30000033;
        memory[16] <= 'h40000044;
        memory[20] <= 'h50000055;
        memory[24] <= 'h60000066;
        memory[28] <= 'h70000077;
        memory[32] <= 'h80000088;
        memory[36] <= 'h90000099;
    end
    always @ (*)begin
        mdo = memory[mr[31:2]];
    end
    always @(negedge clk) begin
        if(mwmem == 1) begin
            memory[mr[31:2]] = mqb;
        end 
    end
endmodule
module memwb_pipel_reg(
    input clk,
    input mwreg,
    input mm2reg,
    input [4:0] mdestReg,
    input [31:0] mr,
    input [31:0] mdo,
    output reg wwreg,
    output reg wm2reg,
    output reg [4:0] wdestReg,
    output reg [31:0] wr,
    output reg [31:0] wdo);
    always @(posedge clk) begin
        wwreg <= mwreg;
        wm2reg <= mm2reg;
        wdestReg <= mdestReg;
        wr <= mr;
        wdo <= mdo;
    end
endmodule
module WbMux(
    input [31:0] wr,
    input [31:0] wdo,
    input wm2reg,
    output reg [31:0] wbData
);
    always @(*) begin
        if(wm2reg == 1) begin
            wbData <= wdo;
        end
        else if(wm2reg == 0) begin
            wbData <= wr;
        end
    end
endmodule
module reg_file  
(
    input clk,
    input wwreg,
    input [31:0] wbData,
    input [4:0] wdestReg,
    input [4:0] rs, 
    input [4:0] rt, 
    output reg[31:0] qa, 
    output reg[31:0] qb
 );
    reg[31:0] RegFile[31:0];
    initial begin
        RegFile[0] <= 'h00000000;
        RegFile[1] <= 'hA00000AA;
        RegFile[2] <= 'h10000011;
        RegFile[3] <= 'h20000022;
        RegFile[4] <= 'h30000033;
        RegFile[5] <= 'h40000044;
        RegFile[6] <= 'h50000055;
        RegFile[7] <= 'h60000066;
        RegFile[8] <= 'h70000077;
        RegFile[9] <= 'h80000088;
        RegFile[10] <= 'h90000099;
    end
    always @(*) begin
        qa = RegFile[rs];
        qb = RegFile[rt];
    end
    always @(negedge clk) begin
        if(wwreg ==1) begin
            RegFile[wdestReg] <= wbData;
        end
    end
endmodule 
[flow/constraint.sdc]
current_design dataPath

set clk_period 9.8
set clk_io_pct 0.2

create_clock -name clk0 -period $clk_period [get_ports {clk}]

set non_clock_inputs [all_inputs -no_clocks]
set_input_delay [expr $clk_period * $clk_io_pct] -clock clk0 $non_clock_inputs
set_output_delay [expr $clk_period * $clk_io_pct] -clock clk0 [all_outputs]
[flow/config.mk]
export PLATFORM = sky130hd
export DESIGN_NAME = dataPath
export DESIGN_NICKNAME = dataPath
export VERILOG_FILES = /design/flow/design.v
export SDC_FILE = /design/flow/constraint.sdc
export NUM_CORES = 4
export LEC_CHECK = 1
export CORE_UTILIZATION = 40
export SYNTH_MEMORY_MAX_BITS = 65536
==> changes_impl.md <==
### Physical design

* Run status: complete, no violations
* Worst-Margin Slew at between 0.8 and 0.9 ns
* CP endpoint kind: flip-flop
* Post-layout util at 0.516
* Met3 usage at 0.0862
* Comb area at 0.00653 mm^2
* Number of H-tree levels at 2
* Max Clock Skew at between 0.06 and 0.07 ns
* Pins Over Slew Limit at 0
* GR peak layer: met2
* Synth Flop Type: dfxtp_1
* Post-Route WL at roughly 42 mm
* Yosys top cell by area: edfxtp_1
* CP max stage cell: buf_4
* Critical path depth in cells at 2
* Worst Setup EP: reg_file.RegFile[2][14]
* Chip Area, Yosys at between 0.015 and 0.02 mm^2
* LEAKAGE at about 0.0088 uW
* Worst R2R Start: mwb_pipel_reg.wdestReg[1]
* Asr flop ratio synth at 0
* Die X at 207 um
* Met1 Resource Use GR at 0.289
* Data arrival time at the worst-slack endpoint at roughly 1.7 ns
* Mapped Cells at roughly 1,500
* Row cnt at between 70 and 80
* Max VDD drop at a little over 0.0001 V
* Hold/Removal Path Class: reg2reg
* Worst R2R End: reg_file.RegFile[2][14]
* Count leader, synth: dfxtp_1
* First drt pass iteration count at 7
* Cell count in the Yosys report at 1,503
* Largest cells by area: edfxtp_1, dfxtp_1, ha_1, buf_4, dlxtn_1
* DIE HEIGHT at approximately 210 um
* Unrepaired setup endpoints after global routing: false
* Finish-stage setup viols at 0
* Core outline area at 0.0412 mm^2
* Endpoints left unconstrained at around 70
* Buf/Inv on CP at 1
* XOR Share, Synth at 0.0296
* Synth Cell Area at between 0.015 and 0.02 mm^2
* Dominant combinational family: AND-OR/OR-AND gates
* Max FO, Critical Path at 32
* Yosys simple share at 0.0924
* GRT Total Usage at 0.204
* Fillers at roughly 3,500
* Yosys adder share at 0.0758
* Overflow after GRT at 0
* EDFF count, synth at around 170
* Complex Gates by Area at 0.113
* Global placement routability congestion at roughly 0.94
* Worst Setup Slack, final at roughly 3.4 ns
* I/O Buffers at roughly 260
* Synth warnings at 17
* Area leader share at 0.296
* Finished Layout Cells at approximately 2,400
* Critical path startpoint: mwb_pipel_reg.wdestReg[1]
* Setup CP Type: reg2reg
* Rel. slew slack at 0.432
* Mux area share at 0.0551
* Pre-placement core utilization at 0.409
* Postcts setup bufs at 0
* Worst reg-to-reg path cell count at 2
* Placed Cells incl. Taps at between 2,000 and 2,500
* Initial antenna violation count at 0
* Final tally of hold violations at 0
* Flip-flop and latch area at 0.00907 mm^2
* Post-place setup slack at 3.42 ns
* Largest net degree at the start of global routing at a little under 50
* Global-route wire length before repair at 64.7 mm
* Log Warnings at about 220
* Vias in the first global route at 11,429
* Share of layout cells above drive strength 1 at 0.0758
* Met2 usage at 0.304
* Die area at about 0.043 mm^2
* Crit start category: flip-flop
* Top cells by count, synth: dfxtp_1, edfxtp_1, buf_4, nor2_1, inv_1
* Reg clk slew, reported paths at ~0.060 ns
* Vias per inst at 4.89
* # hold bufs at CTS at 0
* CTS buffer count at 39
* Post-Syn Area per Cell at 11.2 um^2
* Hold Crit Start: em_pipel_reg.mr[16]
* # diodes at 0
* Clock Path Buffers at 3
* Max Cap Viol at 0
* Drt drc at 0
* CP max stage delay at 0.49 ns
* Critical Path RT at ~5.1 ns
* Crit-path cells: nor3b_2 -> buf_4
* CTS tree: done
* Pwr per Cell Area at approximately 150 mW/mm^2
* DR vias at about 12,000
* Slack of the worst reg-to-reg path at between 3 and 4 ns
* Worst-skew pair later-pin latency at ~0.6 ns
* I/O pin total at 351
* Routed length per instance at 17.4 um
* Post-route setup TNS at 0 ns
* PostCTS Resize Cnt at 0
* Starting DRC count in detailed routing at 600
* Area grow syn2layout at 26.0%
* Clock root buffer: clkbuf_16
* Hpwl dp at ~29 mm
* Distinct cell type count after synthesis at roughly 85
* Crit path max-delay family: buffers and inverters
* Ys flops at roughly 380
* Count of unclocked register or latch pins at 35
* Final ANT Viol Nets at 0
[flip-flops by register name, indices dropped and copies added, names as in the netlist, 8 cells and up]
name	cells
alu.r	32
em_pipel_reg.mqb	32
em_pipel_reg.mr	32
id_exe_reg.eqa	32
id_exe_reg.eqb	32
mwb_pipel_reg.wr	31
program_counter.pc	30
reg_file.RegFile	128
reg_if_id.dinstOut	8
[power breakdown]
part           internal, uW  switching [uW]
Combinational             0           0.885
Sequential             1500               0
Clock                   982             713
[worst reg2reg max path, stage by stage, from the launching register on]
cell	delay, ns
dfxtp_1	0.41
nor3b_2	0.19
buf_4	0.49
[kinds of logic (layout without fill, tap and decap cells)]
group,Yosys count,in the layout
AOI/OAI and AO/OA,288,288
xor gates and xnor gates,57,57
DFF,344,344
adders and majority gates,101,101
muxes,67,67
latches,35,35
and+or+nand+nor,315,315
other,2,86
buffers and inverters,294,580
[through the flow]
stage / cell area [um^2] / power [uW] / hold slack, ns
final: 21200 / 3190 / 0.347
after global routing: 21200 / 3340 / 0.353
after CTS: 21200 / 3240 / 0.350
after detailed placement: 19400 / 1600 / 0.336
after global placement: 19400 / 1600 / 0.334
after floorplan: 17200 / 1630 / 0.310
[area by class of cell]
type                            count  area share
Multi-Input combinational cell    914       0.308
Clock buffer                       51      0.0521
Sequential cell                   379       0.427
Timing Repair Buffer              281       0.130
Tap cell                          532      0.0313
Inverter                           99      0.0175
Clock inverter                    149      0.0340
[worst min path at each step]
stage | to | cells after the start
finish | mwb_pipel_reg.wr[16] | 0
global route | mwb_pipel_reg.wr[16] | 0
CTS | mwb_pipel_reg.wr[16] | 0
[layout by cell type, fill, tap and decap left out, types with 41 or more instances in the layout]
cell type | netlist | routed
a21oi_1 | 94 | 94
clkbuf_16 | 0 | 41
clkdlybuf4s50_1 | 0 | 264
conb_1 | 2 | 86
dfxtp_1 | 178 | 178
edfxtp_1 | 166 | 166
ha_1 | 99 | 99
inv_1 | 100 | 227
nand2_1 | 54 | 53
nor2_1 | 110 | 108
o21ai_0 | 54 | 53
[per-layer routing]
| layer | vias up | wire length, um |
|---|---|---|
| li1 | 5735 | - |
| met1 | 5506 | 18100 |
| met2 | 471 | 18700 |
| met3 | 54 | 4200 |
| met4 | 2 | 806 |
| met5 | - | 86 |
Power figures rest on the tool's default switching activity, not on a simulated workload.
